### flow/run.sh
#!/bin/bash
# OpenROAD 26Q1-2900-gdf79404cd8, Yosys 0.63+post, stock flow scripts
make -C /OpenROAD-flow-scripts/flow DESIGN_CONFIG=/design/flow/config.mk WORK_HOME=/design/flow/orfs finish
### flow/config.mk
export PLATFORM = sky130hd
export DESIGN_NAME = traffic_light
export DESIGN_NICKNAME = traffic_light
export VERILOG_FILES = /design/flow/design.v
export SDC_FILE = /design/flow/constraint.sdc
export NUM_CORES = 4
export LEC_CHECK = 1
export CORE_AREA = 10 10 92 92
export DIE_AREA = 0 0 102 102
### flow/design.v
module traffic_light(output reg red, output reg yellow, output reg green, input clock, input reset);
localparam R_STATE = 3'b000;
localparam RY_STATE = 3'b001;
localparam G_STATE = 3'b010;
localparam BLG_STATE = 3'b011;
localparam Y_STATE = 3'b100;
localparam STOP_VAL = 8'hA;
localparam BLG_STOP_VALUE = 8'h2;
reg [2:0]state;
reg [7:0] counter;
reg [7:0] blg_counter;
always @(posedge reset, posedge clock) begin	
	if (reset == 1'b1) begin
		state <= R_STATE;
		counter <= 8'b0;
		blg_counter <= 1;
		{red, yellow, green} <= 3'b100;
	end else begin
		case (state)
			R_STATE: begin				
				if (counter == STOP_VAL) begin
					counter <= 1;
					state <= RY_STATE;
					{red, yellow, green} <= 3'b110;
				end else begin
					counter <= counter + 1;
				end
			end
			RY_STATE: begin
				if (counter == STOP_VAL) begin
					counter <= 1;
					state <= G_STATE;
					{red, yellow, green} <= 3'b001;
				end else begin
					counter <= counter + 1;
				end	
			end
			G_STATE: begin
				if (counter == STOP_VAL) begin
					counter <= 1;
					state <= BLG_STATE;
					{red, yellow, green} <= 3'b000;
				end else begin
					counter <= counter + 1;
				end
			end
			BLG_STATE: begin
				if (counter == STOP_VAL) begin
					counter <= 1;
					blg_counter <= 1;
					state <= Y_STATE;
					{red, yellow, green} <= 3'b010;
				end else begin
					counter <= counter + 1;
					if (blg_counter == BLG_STOP_VALUE) begin
						blg_counter <= 1;
						green <= ~green;
					end else begin
						blg_counter <= blg_counter + 1;
					end	
				end
			end
			Y_STATE: begin
				if (counter == STOP_VAL) begin
					counter <= 1;
					state <= R_STATE;
					{red, yellow, green} <= 3'b100;
				end else begin
					counter <= counter + 1;
				end
			end
			default: begin
				state <= R_STATE;
				counter <= 8'b0;
				{red, yellow, green} <= 3'b100;
			end
		endcase
	end  
end  
endmodule
### flow/constraint.sdc
current_design traffic_light

set clk_period 2.4
set clk_io_pct 0.2

create_clock -name clk0 -period $clk_period [get_ports {clock}]

set non_clock_inputs [all_inputs -no_clocks]
set_input_delay [expr $clk_period * $clk_io_pct] -clock clk0 $non_clock_inputs
set_output_delay [expr $clk_period * $clk_io_pct] -clock clk0 [all_outputs]
==> CHANGELOG.md <==
### Implementation results

* Antenna diode count at 0
* Via density at a little over 4
* VDD IR max at roughly 0.36 mV
* Largest net degree at the start of global routing at 25
* Headroom to the max-slew limit at 0.691
* Tot GR Track Use at 0.0433
* Tool warnings at 27
* Clock slew at reported path FFs at ~0.08 ns
* Layout cell share with drive strength beyond 1 at 0.102
* Most frequent cell after synthesis: dfrtp_1
* Post-DP Area at between 1000 and 1500 um2
* Cts bufs inserted at 3
* DRT iter0 DRCs at 31
* GPL Wtd Cong at around 0.79
* Least-Margin Pin Slew at ~0.46 ns
* Drt total wl at 2.19 mm
* Fmax achieved at approximately 540 MHz
* Die Y at just over 100 um
* Cell Pwr Density at around 490 nW/um2
* Max-cap violations at 0
* Setup crit start kind: register
* Finish-stage setup viols at 0
* CORE AREA at about 6500 um2
* Reg2Reg Depth at 6
* Seq/Total Area, Yosys at 0.504
* Root Buffer: clkbuf_8
* Hold Path Cell Cnt at 1
* Avg Inst Size Synth at roughly 10 um2
* Register Area at ~600 um2
* Chip area line of the yosys report at roughly 1200 um2
* Slowest CP cell: dfrtp_1
* Die W at 102 um
* Dpl ws at roughly 0.61 ns
* Slowest stage delay, CP at around 0.42 ns
* Cycle use final at 0.767
* Crit. End Element: register
* YS warnings at 1
* Clk Latency, worst-skew pair at between 0.2 and 0.3 ns
* Synth area leader: dfrtp_1
* Reg2reg start: counter[0]
* FFs w/ async S/R, synth at 1.00
* Distinct cells, synth at 32
* Sw Share at 0.189
* Internal at ~0.00055 W
* Filler cell count at 711
* Largest cells by area after synthesis: dfrtp_1, dfstp_2, nand2_1, ha_1, a21oi_1
* CP required at 2.55 ns
* HP Start: blg_counter[7]
* Final ANT Viol Nets at 0
* Cts repair resizes at 0
* MI comb area at about 570 um2
* Mapped Cells at 119
* Hold Violations, Final at 0
* Site Rows at 29
* Most frequent cells after synthesis: dfrtp_1, nand2_1, nor2_1, a21oi_1, nand3_1
* Fin crit period at approximately 1.8 ns
* Final Non-Filler Cells at approximately 200
* H-tree depth at 1
* CP Class: reg -> reg
* Critical path peak fanout at 10
* Combinational share of power at 0.015
* Final instance area at 1390 um2
* TritonRoute pass-1 iters at 3
* RSZ-0062 raised after global routing: false
* Initial antenna violation count at 0
* First-pass GRT wire length at 3.83 mm
* Min-Delay Path Class: reg -> reg
* Post-CTS Setup Bufs at 0
* Clock sink count at 24
* Seq pwr share at 0.593
* Detailed placer's ending HPWL at between 1.5 and 2 mm
* Die ar. at approximately 10000 um2
* Top area contributor share at 0.438
* Crit path launch: counter[0]
* CTS tree: built
* Remaining global-route overflow at 0
* Area growth syn-to-layout at 16.0%
* Final Max Slew Viols at 0
* Max Clock Skew at 0.00499 ns
* Post-synthesis cell area at ~1200 um2
* Clock Power Share at 0.392
* # placed instances at roughly 200
* FP Core Util at 0.186
* Crit path cell chain: inv_1 > ha_1 > nor4b_4 > and2_1 > nor2_1 > o32a_1
* # DRC at 0
* Critical Path AT at 1.99 ns
* Ys cells at about 120
* Wirelength per Cell at around 11 um
* Max clock buf depth at 2
* Worst setup margin at between 0.5 and 0.6 ns
* Flops after synth at 24
* CTS Hold Buffers Added at 0
* IO buf count at 4
* Post-synth top flop: dfrtp_1
* Post-layout util at 0.215
* NetSw at around 0.00013 W
* Total negative slack at 0 ns
* Number of global-route vias before repair at approximately 830
* Status: complete, no violations
* # IOs at 5
* Total number of vias at between 800 and 900
* Leakage at 0.602 nW
* Count of library flops with an enable pin at 0
[kinds of logic after synthesis]
family / Yosys count / share of synthesized area
XOR/XNOR: 4 / 0.0292
AND-OR/OR-AND: 27 / 0.151
adder cells (fa/ha/maj): 4 / 0.0418
buffers and inverters: 6 / 0.0219
AND/OR/NAND/NOR: 51 / 0.227
flip-flops: 24 / 0.504
multiplexers: 3 / 0.0251
[final cells by class]
type                       count  area share
timing repair buffer           5      0.0342
tap                           77      0.0693
multi-input combinational     89       0.409
sequential                    24       0.435
clock buffer                   4      0.0396
inverter                       5      0.0135
[path summary, 6_finish.rpt]
check,end,slack [ns]
max in group asynchronous,blg_counter[0],1.55
max,yellow,0.56
min reg2reg,blg_counter[7],0.48
max reg2reg,yellow,0.56
min,blg_counter[7],0.48
min in group asynchronous,blg_counter[7],0.56
[metrics by stage]
stage	hold slack, ns	power [W]
after CTS	0.489	0.000696
after global placement	0.471	0.000424
final	0.483	0.000682
after global routing	0.511	0.000709
after floorplan	0.446	0.000418
after detailed placement	0.477	0.000424
[power groups by stage]
stage	registers (W)	clock network, W	logic (W)
4_1_cts	0.000404	0.000280	0.0000115
5_1_grt	0.000404	0.000292	0.0000125
6_report	0.000404	0.000267	0.0000105
[critical path: cells and delay by family (launching register included)]
| kind | cells | cell delay, ns |
|---|---|---|
| adder cells (fa/ha/maj) | 1 | 0.15 |
| AND-OR/OR-AND | 1 | 0.28 |
| AND/OR/NAND/NOR | 3 | 0.81 |
| flip-flops | 1 | 0.42 |
| buffers and inverters | 1 | 0.07 |
[cells in the final DEF (no fill, tap or decap), types with 2 or more instances in the layout]
master and count:
dfrtp_1 21, nand2_1 16, nor2_1 9, a21oi_1 7
nand3_1 6, inv_1 5, o21ai_0 5, or3_1 4
and3_1 4, ha_1 4, clkbuf_8 4, clkdlybuf4s50_1 4
nor3_1 3, o21ai_1 3, nor2b_1 3, a22o_1 3
mux2i_1 3, dfstp_2 3, o2bb2ai_1 2, xor2_1 2
xnor2_1 2, a21o_1 2
[routing by layer]
layer / wire length [um] / GRT usage
met1: 1130 / 0.0614
met2: 1010 / 0.0701
met3: 50 / 0.00818
met4: 0 / 0.00325
met5: 0 / 0
Power and IR drop assume default switching activity.
