File: design/flow/design.v
module organizer(A, B, func, sel, clock, dec, inc, prev, next);
output reg [4:0] A;
output reg [4:0] B;
output reg [4:0] func;
output reg [1:0] sel;
input clock;
input dec;
input inc;
input prev;
input next;
localparam SEL_A = 2'b00;
localparam SEL_B = 2'b01;
localparam SEL_F = 2'b10;
always @ (posedge clock) begin
	if (prev == 1)
		sel <= sel - 2'b1;
	if (next == 1)
		sel <= sel + 2'b1;	
end
always @ (posedge clock) begin
	case (sel)
		SEL_A: begin
			if (dec == 1)
				A <= A - 1;
			if (inc == 1)
				A <= A + 1;
		end
		SEL_B: begin
			if (dec == 1)
				B <= B - 1;
			if (inc == 1)
				B <= B + 1;
		end
		default: begin
			if (dec == 1)
				func <= func - 2'b1;
			if (inc == 1)
				func <= func + 2'b1;
		end
	endcase
end
endmodule
File: design/flow/run.sh
#!/bin/bash
# OpenROAD 26Q1-2900-gdf79404cd8, Yosys 0.63+post, stock flow scripts
make -C /OpenROAD-flow-scripts/flow DESIGN_CONFIG=/design/flow/config.mk WORK_HOME=/design/flow/orfs finish
File: design/flow/config.mk
export PLATFORM = sky130hd
export DESIGN_NAME = organizer
export DESIGN_NICKNAME = organizer
export VERILOG_FILES = /design/flow/design.v
export SDC_FILE = /design/flow/constraint.sdc
export NUM_CORES = 4
export LEC_CHECK = 1
export CORE_AREA = 10 10 84 84
export DIE_AREA = 0 0 94 94
File: design/flow/constraint.sdc
current_design organizer

set clk_period 2.5
set clk_io_pct 0.2

create_clock -name clk0 -period $clk_period [get_ports {clock}]

set non_clock_inputs [all_inputs -no_clocks]
set_input_delay [expr $clk_period * $clk_io_pct] -clock clk0 $non_clock_inputs
set_output_delay [expr $clk_period * $clk_io_pct] -clock clk0 [all_outputs]
==> run notes <==
flow finished, numbers: standard cell with the maximum stage delay on the critical path=sky130_fd_sc_hd__clkdlybuf4s50_1, Total GRT Usage=4.27%, Synth-to-Final Area Change=36.5%, worst-case hold path end point=sel[0], part of the Yosys area used for sequential elements=52.8%, share of total power in sequential cells=43.2%, post-route cell area=1320 sq um, Achievable Freq=475 MHz, worst path buffer plus inverter count=2, Antenna Cells=0, final slew viol count=0, final RePlAce weighted congestion=0.811, Hold Crit Depth=1, fin crit period=2.10 ns, height of the die=94 microns, crit-path max FO=12, vias after detailed routing=576, Die Area=8840 sq um, Reg clk slew, reported paths=0.06 ns, top logic cells by instance count in the layout=sky130_fd_sc_hd__clkdlybuf4s50_1 (21), sky130_fd_sc_hd__edfxtp_1 (17), sky130_fd_sc_hd__ha_1 (11), Final HPWL DP=1.51 mm, synthesized instance count=69, drt first pass iters=3, number of rows in the core area=26, kind of cell adding the most delay to the critical path=buffers and inverters, Die X-Extent=94 microns, Clock Sink Count=17, detailed-route DRC error count=0, unrepaired setup endpoints after global routing=false, crit path capture type=flip-flop, highest-count logic cell in the final layout=sky130_fd_sc_hd__clkdlybuf4s50_1, area of the core=5200 sq um, post-CTS setup buffer count=0, post-cts repair resize count=0, # port buffers=21, final non-filler cell total=165, end of the worst register-to-register path=A[4], Post-CTS Hold Buffers=0, vias per cell=3.49, tally of nets with antenna violations remaining after routing=0, first-pass GRT wire length=2.93 mm, Synth Register Bits=17, Filler Cells Inserted=552, CP Cell Sequence=clkdlybuf4s50_1 -> inv_1 -> fa_1 -> a21o_1 -> a21oi_2 -> xnor2_1, endpoints failing hold=0, post-synthesis instance area=967 sq um, Clock Power Share=16.2%, Post-Synthesis Mean Instance Area=14.0 sq um, slowest stage delay, CP=0.48 ns, headroom to the max-slew limit=66.8%, Slew @ Worst Pin=0.496 ns, number of DRC markers after the initial detailed-route iteration=43, critical path class=in -> reg, setup violators final=0, required time of the worst setup path=2.50 ns, Synth area leaders=sky130_fd_sc_hd__edfxtp_1 (53%), sky130_fd_sc_hd__ha_1 (14%), sky130_fd_sc_hd__xnor2_1 (9.1%), critical path arrival=2.10 ns, fraction of layout cells with a size suffix above 1=9.47%, Total Routed Length=1.79 mm, clock buffer count from CTS=3, Top cell area share=52.8%, library cells used by synthesis=14, via count of the first global-routing pass=576, number of max-cap violations=0, count of warning messages emitted by the tools=26, Avg WL per Cell=10.8 microns, worst clock skew=0.00338 ns, Max Buffers Root-to-Sink=2, initial antenna violation count=0, fraction of power spent switching nets=27.9%, hold_sp=sel[0], source of the critical timing path=inc, Clock H-tree levels=1, run status=complete, no violations, power density normalized to cell area=946 nW/um^2, total internal power=0.000900 W, remaining global-route overflow=0, startpoint type of the worst setup path=primary input, Top-Level Pins=22, number of warnings reported in the yosys synthesis log=1, worst hold path class=reg -> reg, TritonCTS clock tree=built, ys cells=69, Yosys top cell by area=sky130_fd_sc_hd__edfxtp_1, number of cells in the design after placement=161, worst hold slack=0.611 ns, setup_tns=0 ns, Placed Instance Area=1270 sq um, fp util=18.6%, largest net degree at the start of global routing=13, Clock Tree Root=sky130_fd_sc_hd__clkbuf_8, startpoint of the most critical register-to-register path=A[0], fraction of the cycle the final worst path needs=84.1%, chip area from the yosys synthesis statistics=967 sq um, leakage power total=0.521 nW, combinational power share=40.6%, cell depth of the worst flop-to-flop path=4, minimum setup slack among reg-to-reg paths=0.89 ns, Sw Pwr=0.000348 W, clock latency on the worst-skew pair=0.25 ns, VDD IR-drop max=0.313 mV
registers in the layout, indices dropped and copies added (netlist names):
name  count
A         5
B         5
func      5
sel       2
cell type report:
type	instances	area, sq um	area share [%]
repair buffers	23	225	17.1
well taps	70	87.6	6.64
inverters	7	26.3	1.99
flip-flops and latches	17	510	38.7
multi-input cells	44	425	32.2
clock buffers	4	45.0	3.41
logic make-up (layout without fill, tap and decap cells):
group / after synthesis / after routing / share of synthesized area (%)
buf+inv: 8 / 34 / 3.23
simple gates: 5 / 5 / 2.85
xor+xnor: 13 / 13 / 11.8
flops: 17 / 17 / 52.8
fa+ha+maj: 14 / 14 / 20.4
compound gates: 12 / 12 / 8.93
metrics by stage:
stage | setup WS, ns | power [W] | utilization [%]
floorplan | 0.596 | 0.000812 | -
global placement | 0.168 | 0.00106 | 24.5
detailed placement | 0.122 | 0.00107 | 24.5
CTS | 0.391 | 0.00128 | 25.4
global route | 0.309 | 0.00136 | 25.4
finish | 0.396 | 0.00125 | 25.4
synthesized netlist by cell type (all sizes together):
library cell and n:
xor2 3, fa 3, nor2 1, or2 1, ha 11, nor2b 2, a21oi 6, xnor2 10
a21o 6, nor3 1, inv 7, edfxtp 17, buf 1
worst max-delay path by stage:
stage          to  slack [ns]  cells past startpoint
6_report  func[4]        0.40                      6
5_1_grt      A[4]        0.31                      6
4_1_cts   func[4]        0.39                      6
routing by layer:
layer  routed length (microns)  up-vias  GRT usage (%)
met3                       163        2           2.18
met1                       841      262           5.65
li1                          -      296              -
met4                        17        0          0.506
met5                         0        -              0
met2                       766       16           6.34
power groups by stage:
stage | clock, W | combinational (W) | sequential (W)
after CTS | 0.000211 | 0.000525 | 0.000544
after global routing | 0.000225 | 0.000581 | 0.000556
final | 0.000202 | 0.000507 | 0.000540
No activity file was given, so power comes from the tool's default toggle rates.
