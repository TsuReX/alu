$ cat design/flow/design.v
module disp_drv (dig_val, dig_sel, a, b, c, d, clock);
output reg [7:0] dig_val;
output reg [3:0] dig_sel;
input [7:0] a;
input [7:0] b;
input [7:0] c;
input [7:0] d;
input clock;
reg [1:0] dig_num;
reg [31:0] delay;
always @ (posedge clock)
	begin
		case (dig_num)
			2'b01:
				begin
					dig_val <= b;
					dig_sel <= 4'b0010;
				end
			2'b10:
				begin
					dig_val <= c;
					dig_sel <= 4'b0100;
				end
			2'b11:
				begin
					dig_val <= d;
					dig_sel <= 4'b1000;
				end
			default:
				begin
					dig_val <= a;
					dig_sel <= 4'b0001;
				end
		endcase
		delay <= delay + 1;
		if (delay == 32'd100000)
			begin
				dig_num <= dig_num + 1;
				delay <= 0;
			end
	end
endmodule
$ cat design/flow/run.sh
#!/bin/bash
# OpenROAD 26Q1-2900-gdf79404cd8, Yosys 0.63+post, stock flow scripts
make -C /OpenROAD-flow-scripts/flow DESIGN_CONFIG=/design/flow/config.mk WORK_HOME=/design/flow/orfs finish
$ cat design/flow/config.mk
export PLATFORM = sky130hd
export DESIGN_NAME = disp_drv
export DESIGN_NICKNAME = disp_drv
export VERILOG_FILES = /design/flow/design.v
export SDC_FILE = /design/flow/constraint.sdc
export NUM_CORES = 4
export LEC_CHECK = 1
export CORE_UTILIZATION = 40
$ cat design/flow/constraint.sdc
current_design disp_drv

set clk_period 4.3
set clk_io_pct 0.2

create_clock -name clk0 -period $clk_period [get_ports {clock}]

set non_clock_inputs [all_inputs -no_clocks]
set_input_delay [expr $clk_period * $clk_io_pct] -clock clk0 $non_clock_inputs
set_output_delay [expr $clk_period * $clk_io_pct] -clock clk0 [all_outputs]
==> summary.rpt <==
=== SYNTHESIS / PLACE & ROUTE SUMMARY ===
----------------------------------------------------
[Synth]
  Number of distinct library cells after synthesis ........................ 34
  Netlist area before placement ........................ 0.002008 mm2
  YS chip area ........................ 0.002008 mm2
  EDFF count, synth ........................ 2
  Post-synthesis async set-or-reset flop share ........................ 0
  Leading cell types by total area after synthesis ........................ sky130_fd_sc_hd__dfxtp_1 44%, sky130_fd_sc_hd__xnor2_1 10%, sky130_fd_sc_hd__ha_1 5.6%
  Cell type contributing the most total cell area after synthesis ........................ sky130_fd_sc_hd__dfxtp_1
  Max-area cell share ........................ 0.4386
  Top cells by count ........................ 44 x sky130_fd_sc_hd__dfxtp_1, 24 x sky130_fd_sc_hd__xnor2_1, 15 x sky130_fd_sc_hd__nand3_1, 12 x sky130_fd_sc_hd__inv_1, 11 x sky130_fd_sc_hd__nor2_1
  # Cells Yosys ........................ 192
  Synthesized area divided by synthesized cell count ........................ 10.46 um2
  Synthesis Warnings ........................ 1
  Count leader, synth ........................ sky130_fd_sc_hd__dfxtp_1
  Dominant register cell in the synthesized netlist ........................ sky130_fd_sc_hd__dfxtp_1
  Ys flops ........................ 46
  Number of cells produced by synthesis ........................ 192
  Post-synthesis sequential area ratio ........................ 0.4685

[Drt]
  DRC errors left ........................ 0
  Antenna diode count ........................ 0
  Initial drt markers ........................ 48
  Via Count ........................ 1,522
  Aggregate routed wire length ........................ 3967 um
  Number of optimization iterations in the first detailed-route pass ........................ 5
  Post-detailed-route count of antenna-violating nets ........................ 0
  Wire length per cell ........................ 13.01 um
  Vias per Instance ........................ 4.990

[Job]
  Total of max-cap violations ........................ 0
  Total tool warning count ........................ 32

[Setup path]
  FF-to-FF setup slack ........................ 2390 ps
  Crit path max-delay cell type ........................ sky130_fd_sc_hd__clkdlybuf4s50_1
  Longest individual stage delay on the worst path ........................ 470 ps
  Family of cells with the greatest summed delay on the critical path ........................ buffers and inverters
  Critical Path, Cell by Cell ........................ clkdlybuf4s50_1
  Length in cells of the worst reg-to-reg path ........................ 3
  Crit path max fanout ........................ 1
  Startpoint Class ........................ flop
  Reg2Reg Capture Point ........................ dig_num[1]$_DFFE_PN_
  Cell depth of the worst setup path ........................ 1
  Critical path capture point type ........................ output pin
  Launching point of the worst reg2reg path ........................ delay[24]$_SDFF_PN0_
  Buffers plus inverters on the worst setup path ........................ 1
  Critical Setup Path Class ........................ flop to output pin
  Arrival time of data at the critical path endpoint ........................ 1070 ps
  Req. time, crit path ........................ 3440 ps

[Place]
  Count of input and output buffers ........................ 44
  Detailed Place HPWL ........................ 2945 um
  Final weighted congestion of routability-driven global placement ........................ 0.7407
  Placement-stage worst setup slack ........................ 2379 ps
  Placed instance count ........................ 297

[Final timing]
  Worst slew margin relative to its limit ........................ 0.4850
  Worst setup margin ........................ 2366 ps
  Tcrit/Tclk final ........................ 0.4498
  Max-slew violation count ........................ 0
  Final hold violation count ........................ 0
  Highest achievable clock rate ........................ 517.1 MHz
  Final count of negative-setup-slack endpoints ........................ 0
  Total negative slack ........................ 0 ps
  Actual slew at the worst max-slew pin ........................ 766.2 ps
  Clock Skews ........................ 6.956 ps
  Final period demand of the worst path ........................ 1934 ps
  Unrepaired setup endpoints after global routing ........................ no

[Hold path]
  Hold-critical path endpoint ........................ delay[31]$_SDFF_PN0_
  Count of cells along the worst hold path ........................ 1
  Launch point of the worst hold path ........................ delay[31]$_SDFF_PN0_
  Classification of the worst-slack hold path ........................ flop to flop

[Clock tree]
  CTS tree ........................ built
  Cts repair resizes ........................ 0
  Total clock buffers created by CTS ........................ 5
  Count of buffers added by post-CTS timing repair for setup ........................ 0
  Count of clock tree sinks ........................ 46
  H-Tree Level Count ........................ 2
  Hold_buf cts ........................ 0
  Root buffer cell ........................ sky130_fd_sc_hd__clkbuf_8
  Maximum buffer depth of the clock tree ........................ 2
  Insertion delay to the later sink of the worst-skew pair ........................ 290 ps
  CTS clk-pin slew, worst paths ........................ 80 ps

[Floorplan]
  Die extent in x ........................ 72.86 um
  Number of placed I/O pins ........................ 45
  Placeable Area ........................ 0.004786 mm2
  Number of core rows ........................ 25
  Die footprint ........................ 0.005308 mm2
  Die outline height ........................ 72.86 um
  Floorplan Utilization ........................ 0.4196

[GRT]
  First-pass GRT wire length ........................ 6582 um
  Gr ovfl total ........................ 0
  Largest net degree at the start of global routing ........................ 14
  Initial antenna violation count ........................ 0
  Number of global-route vias before repair ........................ 1,410
  Total routing usage reported by global routing ........................ 0.1638

[Finish]
  Count of filler cells inserted in the layout ........................ 432
  Area used by sequential logic in the layout ........................ 940.9 um2
  Combinational gate area ........................ 998.5 um2
  Final Instance Count excl. Fillers ........................ 305
  Fraction of final layout cells with drive strength greater than 1 ........................ 0.05462
  Layout-stage area growth over the synthesis result ........................ 28.91%

[Power]
  Clk network pwr share ........................ 0.345
  Cell-internal power ........................ 0.0005625 W
  Sequential cell fraction of total power ........................ 0.611
  Net Sw Frac ........................ 0.1973
  Worst vdd rail ir drop ........................ 211.0 uV
  Switching Power ........................ 0.0001382 W
  Pleak ........................ 0.9254 nW
  Ratio of total power to cell area ........................ 270.7 mW/mm2
  Gate power share ........................ 0.044

[Outcome]
  Result of the run ........................ finished clean

----------------------------------------------------
-- logic make-up (layout without fill, tap and decap cells) --
| family | after synthesis | count (layout) | synth area share |
|---|---|---|---|
| AND-OR/OR-AND | 11 | 11 | 0.04860 |
| flip-flops | 46 | 46 | 0.4685 |
| buffers and inverters | 18 | 64 | 0.03426 |
| AND/OR/NAND/NOR | 71 | 71 | 0.2218 |
| XOR/XNOR | 28 | 28 | 0.1259 |
| multiplexers | 9 | 9 | 0.04486 |
| adder cells (fa/ha/maj) | 9 | 9 | 0.05608 |
-- area by class of cell --
class / instances / share of cell area
Clock buffer: 5 / 0.02658
Tap cell: 67 / 0.03238
Clock inverter: 3 / 0.004350
Sequential cell: 46 / 0.3635
Timing Repair Buffer: 44 / 0.1701
Inverter: 12 / 0.01740
Multi-Input combinational cell: 128 / 0.3857
-- placed cells by master (no fill, tap or decap), types with 4 or more instances in the layout --
cell type	Yosys	final
sky130_fd_sc_hd__nand2_1	10	10
sky130_fd_sc_hd__dfxtp_1	44	44
sky130_fd_sc_hd__clkdlybuf4s50_1	0	44
sky130_fd_sc_hd__and3_1	4	4
sky130_fd_sc_hd__nand4_1	9	9
sky130_fd_sc_hd__clkbuf_8	0	5
sky130_fd_sc_hd__nor4_1	5	5
sky130_fd_sc_hd__nor2_1	11	11
sky130_fd_sc_hd__inv_1	12	12
sky130_fd_sc_hd__xnor2_1	24	24
sky130_fd_sc_hd__nand3_1	15	15
sky130_fd_sc_hd__a222oi_1	8	8
sky130_fd_sc_hd__mux2i_1	9	9
sky130_fd_sc_hd__ha_1	9	9
-- power groups by stage --
stage | Combinational, W | Sequential [W] | Clock [W]
6_report | 0.0000306 | 0.000428 | 0.000242
5_1_grt | 0.0000324 | 0.000428 | 0.000270
4_1_cts | 0.0000308 | 0.000428 | 0.000254
-- sequential cells by signal, indices dropped and copies added, names as in the netlist --
| signal | count |
|---|---|
| dig_sel | 4 |
| dig_val | 8 |
| delay | 32 |
| dig_num | 2 |
-- routing by layer --
| metal | track usage | part of all wire |
|---|---|---|
| met5 | 0 | 0 |
| met4 | 0.02179 | 0.016 |
| met3 | 0.04062 | 0.079 |
| met2 | 0.2461 | 0.39 |
| met1 | 0.2548 | 0.52 |
-- stage by stage --
step	power [W]	util	hold slack [ps]	instance area [um2]
floorplan	0.0004398	-	430.0	2008
global placement	0.0004685	0.5242	451.7	2509
detailed placement	0.0004688	0.5242	466.6	2509
CTS	0.0007128	0.5409	486.5	2589
global route	0.0007304	0.5409	501.2	2589
finish	0.0007008	0.5409	482.8	2589
-- worst max-delay path by stage --
stage	from	endpoint
6_report	dig_sel[2]$_DFF_P_	dig_sel[2]
5_1_grt	delay[0]$_SDFF_PN0_	dig_num[1]$_DFFE_PN_
4_1_cts	dig_val[6]$_DFF_P_	dig_val[6]
Power figures rest on the tool's default switching activity, not on a simulated workload.
